### design/flow/design.v
module reset_sync_module(
    input       sys_clk,
    input       rst_n   ,
    output      sync_rst_n
);
(* ASYNC = "TRUE"*)      
reg r_rst_n1,r_rst_n2;
always@(posedge sys_clk)begin
  if(~rst_n)begin
    r_rst_n1 <= 'd0;
  end else begin
    r_rst_n1 <= rst_n;
    r_rst_n2 <= r_rst_n1;
  end
end
endmodule
module async_reset_sync_release (
    input wire clk,        
    input wire rst_n,      
    input wire d,          
    output reg q           
);
reg rst_sync1, rst_sync2;  
always @(posedge clk or negedge rst_n) begin
    if (!rst_n) begin
        rst_sync1 <= 1'b0;
        rst_sync2 <= 1'b0;
    end else begin
        rst_sync1 <= 1'b1;
        rst_sync2 <= rst_sync1;
    end
end
always @(posedge clk) begin
    if (!rst_sync2) begin
        q <= 1'b0;
    end else begin
        q <= d;
    end
end
endmodule
module s2f_sync_module(
    input       i_clk1  ,
    input       i_signal,
    input       i_clk2  ,
    output      o_signal
);
(* ASYNC = "TRUE"*)
reg r_s1,r_s2;
assign  o_signal = r_s2;
always@(posedge i_clk1)begin
    r_s1 <= i_signal;
    r_s2 <= r_s1    ;
end
endmodule
module f2s_sync_module(
    input       i_clk1  ,
    input       i_signal,
    input       i_clk2  ,
    output      o_signal
);
(* ASYNC = "TRUE"*)
reg r_d1,r_d2;
wire r_pos;       
assign r_pos = r_d1 | r_d2 | i_signal;
always @(posedge i_clk1) begin
    r_d1 <= i_signal;
    r_d2 <= r_d1    ;
end
reg r_p1,r_p2;
assign  o_signal = r_p2;
always @(posedge i_clk1) begin
    r_p1 <= r_pos   ;
    r_p2 <= r_p1    ;
end
endmodule
module divide_2
(
    input clk ,  
    input rst_n,  
    output reg out_clk  
);
parameter N = 4 ;
reg [N/2-1:0] cnt ;
always @ (posedge clk or negedge rst_n) begin
    if(!rst_n) begin
        cnt <= 0;
        out_clk <= 0;
    end else begin
    if(cnt==N/2-1) begin
        out_clk <= ~out_clk;
        cnt <= 0;
    end
    else
        cnt <= cnt + 1;
    end
end
 endmodule
module divide_3(
    input clk ,  
    input rst_n,  
    output out_clk  
);
parameter N = 3 ;
reg [N/2 :0] cnt_1 ;
reg [N/2 :0] cnt_2 ;
reg out_clk1 ;
reg out_clk2 ;
always @(posedge clk or negedge rst_n) begin  
    if(!rst_n) begin
        out_clk1 <= 0;
        cnt_1 <= 1;  
    end 
    else begin
        if(out_clk1 == 0) begin
            if(cnt_1 == N/2+1) begin
                out_clk1 <= ~out_clk1;
                cnt_1 <= 1;
            end
            else
                cnt_1 <= cnt_1+1;
        end
    else if(cnt_1 == N/2) begin
        out_clk1 <= ~out_clk1;
        cnt_1 <= 1;
    end
    else
        cnt_1 <= cnt_1+1;
    end
end
always @(negedge clk or negedge rst_n) begin  
    if(!rst_n) begin
        out_clk2 <= 0;
        cnt_2 <= 1;  
    end
    else begin
        if(out_clk2 == 0) begin
            if(cnt_2 == N/2+1) begin
                out_clk2 <= ~out_clk2;
                cnt_2 <= 1;
            end
            else
            cnt_2 <= cnt_2+1;
        end
        else if(cnt_2 == N/2) begin
            out_clk2 <= ~out_clk2;
            cnt_2 <= 1;
        end
        else
            cnt_2 <= cnt_2+1;
        end
end
assign out_clk = out_clk1 | out_clk2;
endmodule
### design/flow/run.sh
#!/bin/bash
# OpenROAD 26Q1-2900-gdf79404cd8, Yosys 0.63+post, stock flow scripts
make -C /OpenROAD-flow-scripts/flow DESIGN_CONFIG=/design/flow/config.mk WORK_HOME=/design/flow/orfs finish
### design/flow/config.mk
export PLATFORM = sky130hd
export DESIGN_NAME = divide_3
export DESIGN_NICKNAME = divide_3
export VERILOG_FILES = /design/flow/design.v
export SDC_FILE = /design/flow/constraint.sdc
export NUM_CORES = 4
export LEC_CHECK = 1
export CORE_AREA = 10 10 70 70
export DIE_AREA = 0 0 80 80
### design/flow/constraint.sdc
current_design divide_3

set clk_period 1.3
set clk_io_pct 0.2

create_clock -name clk0 -period $clk_period [get_ports {clk}]

set non_clock_inputs [all_inputs -no_clocks]
set_input_delay [expr $clk_period * $clk_io_pct] -clock clk0 $non_clock_inputs
set_output_delay [expr $clk_period * $clk_io_pct] -clock clk0 [all_outputs]
==> Changelog: implementation <==
## Implementation

- DP Cell Count: approximately 70
- Reg-to-Reg Start: cnt_2[0]$_DFF_NN1_
- Synth unique cells: 9
- Top cells, area: dfstp_2, dfrtn_1, dfrtp_1
- VDD IR max: between 150 and 200 µV
- Critical path, cell by cell: inv_1 -> nand2_1 -> buf_2
- Crit-path leading delay family: flip-flops
- Cts hold-fix bufs: 0
- IO Pins: 3
- Die Y: 80 µm
- Startpoint Class: flip-flop
- DRC: 0
- Fp util: ~7.2%
- Critical Path Stages: 3
- Buf/Inv on CP: 2
- Via-per-instance ratio: 2.27
- WL final: approximately 450 µm
- Mapped Area: around 250 µm²
- Seq/Total Area, Yosys: a little over 60%
- Grt total ovfl: 0
- Static Leak: 0.000174 µW
- Crit path capture type: primary output
- Final Power: around 400 µW
- H-tree level count: 1
- Count of final setup violators: 1
- Critical-path top delay cell: dfrtn_1
- Port Buf Inserts: 2
- Total number of vias: 177
- Vias in the first global route: 181
- DPL Wire Length: around 330 µm
- Register clock-pin slew on the reported worst setup and hold paths: 50 ps
- Largest net degree at the start of global routing: 6
- CP max stage delay: about 400 ps
- Final Hold Viols: 0
- CP Data Required Time: 1040 ps
- # rows: 21
- Fin. max-slew vios: 0
- First-pass GRT wire length: 807 µm
- Die Footprint: around 6400 µm²
- Slew of the pin with the lowest slew margin: between 150 and 200 ps
- CTS Buffer Depth: 2
- CP Launch Point: out_clk2$_DFF_NN0_
- Setup_tns: -451 ps
- CTS buffer count: 3
- Clock Skew: ~40 ps
- Area leader share: a little over a fifth
- Critical path arrival: 1490 ps
- Slew headroom: 89.6%
- Antenna-violating nets left: 0
- Status: finished, violations left
- Horiz. Die Dim: 80 µm
- R2R Setup Slk: roughly 230 ps
- Core ar.: between 3000 and 4000 µm²
- Final worst slack: -451 ps
- Critical path type: reg -> out
- Hold Crit Class: in -> async
- Yosys warns: 1
- Late-Pin Clk Latency: about 300 ps
- Initial antenna violation count: 1
- CTS tree: done
- # clock sinks: 6
- GPL Wtd Cong: slightly below 0.7
- Critical R2R Capture: out_clk2$_DFF_NN0_
- Most numerous logic cells after layout: inv_1, o21ai_0, clkbuf_4, buf_4
- Cell type with the largest total area: dfstp_2
- Log Warnings: 29
- GRT Total Usage: around 1.7%
- Layout Cells excl Fill: between 70 and 80
- Commonest Layout Cell: inv_1
- Post-Syn Instances: 22
- MaxCap Viol Count: 0
- Yosys Instances: 22
- Cell depth of the worst flop-to-flop path: 2
- Filler cells: ~400
- Root buffer cell: clkbuf_4
- Drt wl/cell: between 5 and 6 µm
- Failing checks: setup timing
- Crit-path max FO: 2
- Yosys stat area: 245 µm²
- DRT iter0 DRCs: 14
- Area grow syn2layout: 50.5%
- Syn_area_per_cell: approximately 11 µm²
- RSZ-0062 raised after global routing: yes
- Drt first pass iters: 4
- Registers, synthesis: 6
- Layout cells sized above 1: a little over a third
- PwrDens: approximately 1100 nW/µm²
[per-stage QoR]
stage                     utilization (%)  area [µm²]  setup slack (ps)  hold WS (ps)
after detailed placement             9.89         338              -562           468
after CTS                            10.7         367              -459           327
after global routing                 10.8         369              -512           346
after floorplan                         -         245              -110         -35.6
after global placement               9.89         338              -551           455
final                                10.8         369              -451           324
[cells by family after synthesis]
group	share of synthesized area, %
AOI/OAI and AO/OA	8.16
adders and majority gates	9.18
buffers and inverters	7.65
DFF	62.2
and+or+nand+nor	12.8
[worst register-to-register path, cell delays in order, from the launching register on]
cell and delay [ps]:
dfstp_2 540, inv_1 50, maj3_2 290
[state kept, by name, summed over array words and instances (netlist names)]
signal and flops:
cnt_1 2, out_clk2 1, out_clk1 1, cnt_2 2
[synth_stat cells]
cell	number
inv_1	5
o21ai_0	4
dfrtn_1	2
dfrtp_1	2
dfstp_2	2
maj3_2	2
nand2b_1	2
nand3b_1	2
nand2_1	1
[cell type report]
| cell class | instances | area [µm²] | area share [%] |
|---|---|---|---|
| clock buffer | 4 | 26.3 | 7.12 |
| timing repair buffer | 5 | 37.5 | 10.2 |
| multi-input combinational | 11 | 73.8 | 20.0 |
| inverter | 4 | 15.0 | 4.07 |
| clock inverter | 1 | 3.75 | 1.02 |
| sequential | 6 | 153 | 41.4 |
| tap | 46 | 57.6 | 15.6 |
| antenna | 1 | 2.50 | 0.678 |
[per-layer routing]
| layer | vias to the layer above | global-route usage [%] | share of wire [%] |
|---|---|---|---|
| met4 | 0 | 0.176 | 0 |
| met1 | 83 | 1.81 | 42 |
| met2 | 7 | 1.77 | 34 |
| met3 | 0 | 2.73 | 23 |
| met5 | - | 0 | 0 |
| li1 | 87 | - | - |
[how the worst max path moves through the flow]
stage             end  slack [ps]
CTS           out_clk        -460
global route  out_clk        -510
finish        out_clk        -450
[report_power, final]
group          switching, µW  internal, µW
combinational           3.63          4.59
clock                   78.8           121
sequential                 0           188
total                   82.4           313
[timing repair]
item | in CTS | in global routing
setup buffers | 1 | 0
resized | 3 | 0
endpoints found under the setup margin | 1 | 1
No activity file was given, so power comes from the tool's default toggle rates.
